<file path="design.v">
module hc_sr04#(parameter ten_us = 10'd1000)(
  input clk,  
  input rst,
  input measure,
  output reg [1:0] state,
  output ready,
  input echo,  
  output trig,  
  output reg [21:0] distanceRAW);
  localparam IDLE = 2'b00,
          TRIGGER = 2'b01,
             WAIT = 2'b11,
        COUNTECHO = 2'b10;
  wire inIDLE, inTRIGGER, inWAIT, inCOUNTECHO;
  reg [9:0] counter;
  wire trigcountDONE, counterDONE;
  assign ready = inIDLE;
  assign inIDLE = (state == IDLE);
  assign inTRIGGER = (state == TRIGGER);
  assign inWAIT = (state == WAIT);
  assign inCOUNTECHO = (state == COUNTECHO);
  always@(posedge clk or posedge rst)
    begin
      if(rst)
        begin
          state <= IDLE;
        end
      else
        begin
          case(state)
            IDLE:
              begin
                state <= (measure & ready) ? TRIGGER : state;
              end
            TRIGGER:
              begin
                state <= (trigcountDONE) ? WAIT : state;
              end
            WAIT:
              begin
                state <= (echo) ? COUNTECHO : state;
              end
            COUNTECHO:
              begin
                state <= (echo) ? state : IDLE;
              end
          endcase
        end
    end
  assign trig = inTRIGGER;
  always@(posedge clk)
    begin
      if(inIDLE)
        begin
          counter <= 10'd0;
        end
      else
        begin
          counter <= counter + {9'd0, (|counter | inTRIGGER)};
        end
    end
  assign trigcountDONE = (counter == ten_us);
  always@(posedge clk)
    begin
      if(inWAIT)
        distanceRAW <= 22'd0;
      else
        distanceRAW <= distanceRAW + {21'd0, inCOUNTECHO};
    end
endmodule
module refresher250ms(
  input clk,
  input en,
  output measure);
  reg [24:0] counter;
  assign measure = (counter == 25'd1);
  always@(posedge clk)
    begin
      if(~en | (counter == 25'd25_000_000))
        counter <= 25'd0;
      else
        counter <= 25'd1 + counter;
    end
endmodule
</file>
<file path="run.sh">
#!/bin/bash
# OpenROAD 26Q1-2900-gdf79404cd8, Yosys 0.63+post, stock flow scripts
make -C /OpenROAD-flow-scripts/flow DESIGN_CONFIG=/design/flow/config.mk WORK_HOME=/design/flow/orfs finish
</file>
<file path="config.mk">
export PLATFORM = sky130hd
export DESIGN_NAME = hc_sr04
export DESIGN_NICKNAME = hc_sr04
export VERILOG_FILES = /design/flow/design.v
export SDC_FILE = /design/flow/constraint.sdc
export NUM_CORES = 4
export LEC_CHECK = 1
export CORE_AREA = 10 10 108 108
export DIE_AREA = 0 0 118 118
</file>
<file path="constraint.sdc">
current_design hc_sr04

set clk_period 5.5
set clk_io_pct 0.2

create_clock -name clk0 -period $clk_period [get_ports {clk}]

set non_clock_inputs [all_inputs -no_clocks]
set_input_delay [expr $clk_period * $clk_io_pct] -clock clk0 $non_clock_inputs
set_output_delay [expr $clk_period * $clk_io_pct] -clock clk0 [all_outputs]
</file>
==> Implementation_results.wiki <==
=== Synthesis and place and route ===
{| class="wikitable"
! Metric !! Value
|-
| TritonCTS Buffers || 5
|-
| Startpoint class of the critical path || flop
|-
| Post-Route Skew || 4.91 ps
|-
| Max clock buf depth || 2
|-
| Start point of the critical path || state[0]
|-
| Final Instance Area || 0.00205 sq mm
|-
| Final routed DRC violation total || 0
|-
| Share of total power in sequential cells || 54.5%
|-
| Setup total negative slack || 0 ps
|-
| Source of the worst register-to-register timing path || state[1]
|-
| Placed cell area || slightly below 0.002 sq mm
|-
| Remaining antenna violation count || 0
|-
| Clock transition at the registers of the reported paths || 70 ps
|-
| Cells along the critical path || nor2_1 > clkdlybuf4s50_1
|-
| Total die size || 0.0139 sq mm
|-
| Part of the power in combinational logic || 10.8%
|-
| Count of maximum capacitance violations || 0
|-
| First-pass iteration count of the detailed router || 5
|-
| Switching power of the nets || roughly 0.15 mW
|-
| Crit path max fanout || 11
|-
| Core area || roughly 0.0093 sq mm
|-
| Clock root buffer || sky130_fd_sc_hd__clkbuf_8
|-
| H-tree depth reported by CTS || 2
|-
| Tightest Hold Check Type || flop to flop
|-
| Syn Std Cell Area || between 0.0015 and 0.002 sq mm
|-
| Synth warnings || 1
|-
| Hold-fix buffers at CTS || 0
|-
| Synth-to-layout area growth || 35.1%
|-
| Library cells used by synthesis || 32
|-
| FFs w/ async S/R, synth || 5.88%
|-
| Number of global-route vias before repair || about 1200
|-
| Total global routing overflow || 0
|-
| Slew margin rel. || 52.2%
|-
| Via-to-Cell Ratio || approximately 3.7
|-
| Post-CTS Setup Repair Bufs || 0
|-
| Library cell occupying the most area in the post-synthesis netlist || sky130_fd_sc_hd__dfxtp_1
|-
| Leakage Power || between 0.7 and 0.8 nW
|-
| Area fraction of the dominant cell type after synthesis || 42.3%
|-
| I/O pin count || 30
|-
| Cell internal power dissipation || 0.403 mW
|-
| Data required time at the worst endpoint || about 4400 ps
|-
| Type of the worst setup path || flop to output pin
|-
| Crit path buf inv count || 1
|-
| Largest net degree at the start of global routing || 19
|-
| Final Wtd Congestion || 0.788
|-
| Crit path arrival time || 1910 ps
|-
| Power density over cell area || 269 mW/mm^2
|-
| EDFF count, synth || 0
|-
| DRT Wirelength || 3.50 mm
|-
| Overall via count from detail_route || 1243
|-
| Horizontal die size || 118 um
|-
| Antenna violations before repair || 0
|-
| Instance count of the mapped netlist || between 150 and 200
|-
| Slack of the critical path || 2490 ps
|-
| Crit-path slowest cell || sky130_fd_sc_hd__clkdlybuf4s50_1
|-
| Share of cells above drive strength 1 || about 6.4%
|-
| Relative contribution of the clock network to total power || a little over a third
|-
| Critical path's largest stage delay || around 600 ps
|-
| Count of endpoints failing hold in the final timing report || 0
|-
| Final core area utilization || 22.0%
|-
| CP Capture Type || output pin
|-
| Clock tree from TritonCTS || built
|-
| Global-route usage over all layers || 4.94%
|-
| Leading cell types by total area after synthesis || sky130_fd_sc_hd__dfxtp_1 (42%), sky130_fd_sc_hd__xnor2_1 (8.7%), sky130_fd_sc_hd__nor2_1 (6.2%), sky130_fd_sc_hd__nand3_1 (4.0%), sky130_fd_sc_hd__a21oi_1 (3.3%)
|-
| CTS sink cnt || 34
|-
| Number of slew-limit violations in the final report || 0
|-
| Synth flops || 34
|-
| Clock latency reported for the late side of the worst-skew pair || 280 ps
|-
| Maximum operating frequency || 333 MHz
|-
| Worst-margin pin slew || slightly above 700 ps
|-
| Syn Area/Cell || just under 9 sq um
|-
| Drt initial violations || about 120
|-
| Worst-case vdd ir drop || 0.000120 V
|-
| Count of input and output buffers || 29
|-
| Most used flip-flop cell || sky130_fd_sc_hd__dfxtp_1
|-
| Core Density at Floorplan || 16.3%
|-
| ANT cells || 0
|-
| Resize count post-CTS || 0
|-
| Number of cells in Yosys stat || 171
|-
| Shortest clock period the worst path allows after layout || 3010 ps
|-
| Unrepaired setup endpoints after global routing || no
|-
| Global-route wire length before repair || 5.82 mm
|-
| Die outline height || 118 um
|-
| Post-DP HPWL || 2.60 mm
|-
| Outcome || complete, no violations
|-
| Net Sw Frac || 26.7%
|-
| Final routed wire length divided by cell count || 10.5 um
|-
| Post-layout period usage of the worst path || 54.7%
|-
| DP Worst Slack || 2800 ps
|-
| Tool warnings || 25
|-
| Power consumption || roughly 0.55 mW
|-
| # setup viols final || 0
|-
| Number of cell rows || 35
|-
| Yosys chip area || between 0.0015 and 0.002 sq mm
|-
| Worst Min Path Start || distanceRAW[21]
|-
| Share of the yosys chip area belonging to registers || 45.6%
|-
| Critical path's top delay family || buffers and inverters
|}
-- final cells by class --
cell class	count	area (sq um)
Clock buffer	6	82.6
Clock inverter	2	12.5
Fill cell	1032	7240
Inverter	6	22.5
Multi-Input combinational cell	127	786
Sequential cell	34	691
Tap cell	129	161
Timing Repair Buffer	29	290
-- logic make-up after synthesis --
| group | share of synthesized area [%] |
|---|---|
| compound gates | 7.60 |
| fa+ha+maj | 3.31 |
| simple gates | 29.3 |
| xor+xnor | 11.0 |
| mux | 0.661 |
| buf+inv | 2.48 |
| flops | 45.6 |
-- layout by cell type, fill, tap and decap left out --
cell,n
sky130_fd_sc_hd__inv_1,6
sky130_fd_sc_hd__or3_1,4
sky130_fd_sc_hd__xor2_1,4
sky130_fd_sc_hd__dfrtp_1,2
sky130_fd_sc_hd__a31o_2,1
sky130_fd_sc_hd__nand2_1,11
sky130_fd_sc_hd__or3_2,1
sky130_fd_sc_hd__nand3_1,12
sky130_fd_sc_hd__dfxtp_1,32
sky130_fd_sc_hd__nand2b_1,2
sky130_fd_sc_hd__mux2i_1,1
sky130_fd_sc_hd__a41o_1,1
sky130_fd_sc_hd__and4_1,1
sky130_fd_sc_hd__clkdlybuf4s50_1,29
sky130_fd_sc_hd__xnor2_1,15
sky130_fd_sc_hd__clkbuf_8,6
sky130_fd_sc_hd__o21ai_0,5
sky130_fd_sc_hd__or4_4,1
sky130_fd_sc_hd__clkinv_2,1
sky130_fd_sc_hd__nor2b_1,3
sky130_fd_sc_hd__ha_1,4
sky130_fd_sc_hd__nand4_4,1
sky130_fd_sc_hd__nor2_1,25
sky130_fd_sc_hd__o31ai_1,1
sky130_fd_sc_hd__nor4_4,1
sky130_fd_sc_hd__and3_1,1
sky130_fd_sc_hd__nand4_1,4
sky130_fd_sc_hd__o211ai_1,1
sky130_fd_sc_hd__nor4_1,6
sky130_fd_sc_hd__nor3_1,7
sky130_fd_sc_hd__a21oi_1,10
sky130_fd_sc_hd__a31oi_1,1
sky130_fd_sc_hd__and2_1,3
sky130_fd_sc_hd__clkinvlp_4,1
-- layer usage --
layer | global-route usage (%) | wire [um] | vias up
li1 | - | - | 659
met1 | 6.54 | 1650 | 547
met2 | 7.38 | 1470 | 30
met3 | 2.14 | 320 | 7
met4 | 0.927 | 61 | 0
met5 | 0 | 0 | -
-- power groups by stage --
stage	registers [mW]	clock network (mW)	logic [mW]
after CTS	0.299	0.199	0.0599
after global routing	0.304	0.210	0.0714
final	0.299	0.191	0.0595
-- per-stage QoR --
step,hold WS (ps),std cells
finish,483,333
global route,535,333
CTS,488,333
detailed placement,470,325
global placement,463,325
floorplan,433,171
-- worst min-delay path: stages, from the launching register on --
cell                      delay [ps]
sky130_fd_sc_hd__dfxtp_1         330
sky130_fd_sc_hd__nand2_1          60
sky130_fd_sc_hd__mux2i_1          60
-- path summary, 6_finish.rpt --
path | endpoint | slack [ps] | cells after the start
worst max-delay path | ready | 2490 | 2
worst min-delay path | distanceRAW[21] | 480 | 2
worst max register to register | distanceRAW[18] | 3050 | 8
worst min register to register | distanceRAW[21] | 480 | 2
max in group asynchronous | state[1] | 4410 | 2
min in group asynchronous | state[0] | 980 | 2
-- sequential cells by signal, summed over array words and instances, names as in the netlist --
| register | cells |
|---|---|
| counter | 10 |
| distanceRAW | 22 |
| state | 2 |
-- Yosys cell counts, types with 4 or more instances --
cell type / instances
sky130_fd_sc_hd__dfxtp_1: 32
sky130_fd_sc_hd__nor2_1: 25
sky130_fd_sc_hd__xnor2_1: 15
sky130_fd_sc_hd__nand3_1: 12
sky130_fd_sc_hd__nand2_1: 11
sky130_fd_sc_hd__a21oi_1: 10
sky130_fd_sc_hd__nor3_1: 7
sky130_fd_sc_hd__inv_1: 6
sky130_fd_sc_hd__nor4_1: 6
sky130_fd_sc_hd__o21ai_0: 5
sky130_fd_sc_hd__ha_1: 4
sky130_fd_sc_hd__nand4_1: 4
sky130_fd_sc_hd__or3_1: 4
sky130_fd_sc_hd__xor2_1: 4
Power figures rest on the tool's default switching activity, not on a simulated workload.
