--- flow/config.mk ---
export PLATFORM = sky130hd
export DESIGN_NAME = freqDivider
export DESIGN_NICKNAME = freqDivider
export VERILOG_FILES = /design/flow/design.v
export SDC_FILE = /design/flow/constraint.sdc
export NUM_CORES = 4
export LEC_CHECK = 1
export CORE_AREA = 10 10 111 111
export DIE_AREA = 0 0 121 121
--- flow/constraint.sdc ---
current_design freqDivider

set clk_period 5.5
set clk_io_pct 0.2

create_clock -name clk0 -period $clk_period [get_ports {clk_in}]

set non_clock_inputs [all_inputs -no_clocks]
set_input_delay [expr $clk_period * $clk_io_pct] -clock clk0 $non_clock_inputs
set_output_delay [expr $clk_period * $clk_io_pct] -clock clk0 [all_outputs]
--- flow/design.v ---
module freqDivider ( input clk_in, output clk_out );
    reg clk_out;
    reg [25:0] counter = 0;
    always @ (posedge clk_in)
        begin
            if (counter == 10000000 - 1)
                begin
                    counter <= 0;
                    clk_out <= ~ clk_out;
                end
            else
                begin
                counter <= counter + 1;
            end
        end
endmodule
--- flow/run.sh ---
#!/bin/bash
# OpenROAD 26Q1-2900-gdf79404cd8, Yosys 0.63+post, stock flow scripts
make -C /OpenROAD-flow-scripts/flow DESIGN_CONFIG=/design/flow/config.mk WORK_HOME=/design/flow/orfs finish
==> results_dict.tcl <==
# implementation run metrics
set metrics [dict create \
    core-area_um2 9864 \
    hold_start "counter[0]$_SDFF_PN0_" \
    grt_max_degree 17 \
    n_antenna_cell 0 \
    period_needed_ps 2176 \
    fp.dieW_um 121 \
    status "completed" \
    cp_slowest_stage_delay_ps 460 \
    wl_per_cell_um 7.454 \
    cp_max_fo 2 \
    ys_seq_elements 27 \
    warning_count 25 \
    cts.sinks 27 \
    fmax_ghz 0.4595 \
    antenna_found_initial 0 \
    ys_types 27 \
    r2r-end "clk_out$_DFFE_PN_" \
    grt_first_pass_wirelength_mm 3.422 \
    syn_area_per_cell_um2 9.511 \
    cp_top_family "buffers and inverters" \
    rsz0062_at_grt "false" \
    dpl.hpwl_mm 1.364 \
    hold_class "reg -> reg" \
    required_ps 4400 \
    cts.repair.resized 0 \
    io-pin-count 2 \
    remaining_drc_errors 0 \
    first_pass_iters 4 \
    worst_skew_pair.late_latency_ps 270 \
    cts-root-buf "clkbuf_8" \
    p_total_uw 307.5 \
    die_area_um2 14640 \
    max_slew_margin_pct 70.09 \
    cts.path.max_buffers 2 \
    critPathKind "reg -> out" \
    clk_pin_slew_ps 90 \
    cellLeakagePower_nw 0.4165 \
    fp_util_pct 11.86 \
    ant_nets 0 \
    drive_gt1_share_pct 6.977 \
    power_density_nw_per_um2 219.2 \
    drv_cap 0 \
    final-setup-viol-count 0 \
    rrSetupSlack_ps 3560 \
    final_cell_area_um2 1403 \
    timing.final.crit_share_pct 39.57 \
    cp-end-kind "primary output" \
    tightest_slew_ps 445.3 \
    cts_hold_buf 0 \
    start_kind "register" \
    ys_cells 123 \
    yosys-stat-area_um2 1170 \
    crit_path_cell_trace "clkdlybuf4s50_1" \
    place_area_um2 1354 \
    critPathBufInv 1 \
    fin_worst_skew_ps 3.056 \
    grt_pass1_vias 782 \
    syn_inst 123 \
    gp_congestion 0.7834 \
    r2r-start "counter[16]$_SDFF_PN0_" \
    cts-htree-levels 1 \
    avgViaCountPerCell 3.141 \
    rows 36 \
    grt_remaining_overflow 0 \
    post-cts-setup-buffers 0 \
    syn2layout_area_growth_pct 19.89 \
    finalHoldViolCount 0 \
    wl_mm 1.953 \
    reg2reg_depth 3 \
    vias 823 \
    dr.first_iter.drc_count 47 \
    cp_slowest_cell "clkdlybuf4s50_1" \
    dieHeight_um 121 \
    yosysWarnings 1 \
    cts_tree "yes" \
    grt.total_usage_pct 2.621 \
    ys_seq_share_pct 47.06 \
    cp.arrival_ps 1080 \
    cts_buffers 3 \
    hold_path_end "counter[0]$_SDFF_PN0_" \
    slew_viol_final 0 \
    ir_drop_mv 0.08882 \
    io_buffers 1 \
    netlist_area_um2 1170 \
    finalSetupTns_ps 0 \
    holdPathStages 1 \
]
-- stage by stage --
stage          utilization (%)  hold WS, ps  cells  worst slack (ps)
2_1_floorplan                -        417.5    123              3651
3_3_place_gp             13.72        436.1    258              3593
5_1_grt                  14.22        500.1    262              3254
4_1_cts                  14.22        467.2    262              3301
3_5_place_dp             13.72        446.5    258              3577
6_report                 14.22        465.1    262              3324
-- layer usage --
layer,global-route usage [%],share of wire (%)
met4,0.4525,0.51
met5,0,0
met2,3.673,39
met3,0.8030,3.8
met1,3.894,57
-- how the worst max path moves through the flow --
| stage | from | endpoint | slack, ps | cells past startpoint |
|---|---|---|---|---|
| 4_1_cts | clk_out$_DFFE_PN_ | clk_out | 3300 | 1 |
| 6_report | clk_out$_DFFE_PN_ | clk_out | 3320 | 1 |
| 5_1_grt | clk_out$_DFFE_PN_ | clk_out | 3250 | 1 |
-- registers in the layout (all words and copies together), names as in the netlist --
register and cells:
clk_out 1, counter 26
-- power by group --
part / switching, mW / total, mW / internal [mW]
registers: 0 / 0.196 / 0.196
clock network: 0.0599 / 0.111 / 0.0513
logic: 0 / 0.000000174 / 0
-- kinds of logic (layout without fill, tap and decap cells) --
family,Yosys count,count (layout),synth area share (%)
flops,27,27,47.06
simple gates,66,66,32.94
buf+inv,4,10,1.283
compound gates,4,4,1.924
xor+xnor,21,21,15.72
fa+ha+maj,1,1,1.069
-- final cells by class --
class	instances	area, um2
Clock buffer	3	41.29
Clock inverter	1	7.507
Fill cell	1088	8462
Inverter	4	15.01
Multi-Input combinational cell	92	604.3
Sequential cell	27	550.5
Tap cell	133	166.4
Timing Repair Buffer	2	17.52
-- synthesized netlist by cell type --
library cell / number / area [um2]
nor2_8: 1 / 20.02
nor3_1: 3 / 15.01
nor4_1: 7 / 43.79
and4_1: 1 / 8.760
xnor2_1: 16 / 140.1
nor2_1: 18 / 67.56
xor2_1: 5 / 43.79
o21ai_1: 1 / 5.000
dfxtp_1: 26 / 520.5
nand4_2: 1 / 12.51
or4b_1: 1 / 10.01
ha_1: 1 / 12.51
and3_1: 4 / 25.02
edfxtp_1: 1 / 30.03
and2_1: 1 / 6.260
nand4_1: 7 / 43.79
or4_4: 1 / 11.26
inv_1: 4 / 15.01
o21ai_0: 1 / 5.000
nor4_4: 1 / 21.27
nor2b_1: 1 / 6.260
a21oi_1: 1 / 5.000
nand2_1: 9 / 33.78
a211oi_1: 1 / 7.510
nand3_1: 8 / 40.04
or4bb_1: 1 / 11.26
nor4b_1: 1 / 8.760
-- layout by cell type (no fill, tap or decap), types with 3 or more instances in the layout --
| cell | count |
|---|---|
| nor4_1 | 7 |
| nor3_1 | 3 |
| and3_1 | 4 |
| dfxtp_1 | 26 |
| nand2_1 | 9 |
| nand4_1 | 7 |
| inv_1 | 4 |
| nor2_1 | 18 |
| xnor2_1 | 16 |
| clkbuf_8 | 3 |
| xor2_1 | 5 |
| nand3_1 | 8 |
Power is estimated from default activity; no workload was simulated.
